===== design/flow/run.sh =====
#!/bin/bash
# OpenROAD 26Q1-2900-gdf79404cd8, Yosys 0.63+post, stock flow scripts
make -C /OpenROAD-flow-scripts/flow DESIGN_CONFIG=/design/flow/config.mk WORK_HOME=/design/flow/orfs finish

===== design/flow/config.mk =====
export PLATFORM = sky130hd
export DESIGN_NAME = nChannelServoController
export DESIGN_NICKNAME = nChannelServoController
export VERILOG_FILES = /design/flow/design.v
export SDC_FILE = /design/flow/constraint.sdc
export NUM_CORES = 4
export LEC_CHECK = 1
export CORE_UTILIZATION = 50

===== design/flow/constraint.sdc =====
current_design nChannelServoController

set clk_period 9.3
set clk_io_pct 0.2

create_clock -name clk0 -period $clk_period [get_ports {clock}]

set non_clock_inputs [all_inputs -no_clocks]
set_input_delay [expr $clk_period * $clk_io_pct] -clock clk0 $non_clock_inputs
set_output_delay [expr $clk_period * $clk_io_pct] -clock clk0 [all_outputs]

===== design/flow/design.v =====
module nChannelServoController #(			
	parameter channels=4,					 
	parameter ADDR_WIDTH=(
   (channels <= 2) ? 1 : 
   (channels <= 4) ? 2 : 
   (channels <= 8) ? 3 : 
   (channels <= 16) ? 4 : 
   (channels <= 32) ? 5 : 
   (channels <= 64) ? 6 : 
   (channels <= 128) ? 7 : 
   (channels <= 256) ? 8 : 
   (channels <= 512) ? 9 : 
   (channels <= 1024) ? 10 : 
   (channels <= 2048) ? 11 : 
   (channels <= 4096) ? 12 : 16 )
)
(								 
	input clock,										
	input [7:0] control,					 
	input [ADDR_WIDTH-1:0] address,				 
	input load,						 
	output [channels-1:0] pwm,				 
	output reg [6:0] decodedValue1,				 
	output reg [6:0] decodedValue2				 
);
wire enable;
frequencyDivider FrequencyDivider(			
	.clock(clock),
	.dividedClock(enable)
);
genvar i;							 
integer x;							 
reg [channels-1:0] load_value;					 
always @ (control) begin
	case(control[3:0])					 
		4'b0000: decodedValue1=7'b1000000;
		4'b0001: decodedValue1=7'b1111001;
		4'b0010: decodedValue1=7'b0100100;
		4'b0011: decodedValue1=7'b0110000;
		4'b0100: decodedValue1=7'b0011001;
		4'b0101: decodedValue1=7'b0010010;
		4'b0110: decodedValue1=7'b0000010;
		4'b0111: decodedValue1=7'b0111000;
		4'b1000: decodedValue1=7'b0000000;
		4'b1001: decodedValue1=7'b0011000;
		4'b1010: decodedValue1=7'b1001000;
		4'b1011: decodedValue1=7'b0000011;
		4'b1100: decodedValue1=7'b0100111;
		4'b1101: decodedValue1=7'b0100000;
		4'b1110: decodedValue1=7'b0000100;
		4'b1111: decodedValue1=7'b0001110;
	endcase
	case(control[7:4])					 
		4'b0000: decodedValue2=7'b1000000;
		4'b0001: decodedValue2=7'b1111001;
		4'b0010: decodedValue2=7'b0100100;
		4'b0011: decodedValue2=7'b0110000;
		4'b0100: decodedValue2=7'b0011001;
		4'b0101: decodedValue2=7'b0010010;
		4'b0110: decodedValue2=7'b0000010;
		4'b0111: decodedValue2=7'b0111000;
		4'b1000: decodedValue2=7'b0000000;
		4'b1001: decodedValue2=7'b0011000;
		4'b1010: decodedValue2=7'b1001000;
		4'b1011: decodedValue2=7'b0000011;
		4'b1100: decodedValue2=7'b0100111;
		4'b1101: decodedValue2=7'b0100000;
		4'b1110: decodedValue2=7'b0000100;
		4'b1111: decodedValue2=7'b0001110;
	endcase
end
always @ (load or address) begin				 
	for(x=0;x<channels;x=x+1) begin					
		if((address==x[ADDR_WIDTH-1:0])&load) begin	 
			load_value[x]=1'b1;									
		end
		else begin
			load_value[x]=1'b0;			 
		end
	end
end
generate
	for(i=0;i<channels;i=i+1) begin : servo			 
		singleChannelServo servoMotor_loop(
			.enable(enable),
			.load(load_value[i]),
			.control(control),
			.pwm(pwm[i])
		);
	end
endgenerate
endmodule
module frequencyDivider#(
	parameter frequency=50000000
)
(
	input clock,
	output reg dividedClock
);
integer count=0;
integer countmax=frequency/256000;				 
integer counttotal=frequency/128000;				 
always @ (posedge clock) begin
	if(count==(counttotal)) begin
		count=0;
	end
	count=count+1;
	if(count<=(countmax)) begin				 
		dividedClock=1'b1;
	end
	else begin						 
		dividedClock=1'b0;
	end
end
endmodule
module singleChannelServo(
	input enable,						 
	input load,						 
	input [7:0] control,					 
	output reg pwm						 
);
integer counter=0;						 
integer countermax=0;		 				 
integer countertotal=2560;					 
always @ (posedge enable) begin
	if(load==1'b1) begin
		countermax=(64+control);			 
	end
	else begin
		pwm=1'b0;
	end
	if(counter==(countertotal)) begin
		counter=0;
	end
	counter=counter+1;
	if(counter<=(countermax)) begin
		pwm=1'b1;
	end
	else begin
		pwm=1'b0;
	end
end
endmodule

==> flow_metrics.py <==
# Synthesis and PnR figures
metrics = {
    "floorplanning": {
        "initCoreUtil": 0.515,
        "rows": 60,
        "core_area_um2": 27200,
        "dieWidth_um": 169,
        "dieArea_um2": 28700,
        "io_pins": 30,
        "die_y_um": 169,
    },
    "logic_synthesis": {
        "yosys.area.top_type": "dfxtp_1",
        "edf_count": 0,
        "synthCells": 1540,
        "yosys.cell_types.count": 62,
        "syn_area_per_cell_um2": 9.09,
        "syn_area_um2": 14000,
        "synthFlopType": "dfxtp_1",
        "ys_warn_count": 3,
        "topCellsByArea": "dfxtp_1, ha_1, xnor2_1",
        "ys_seq_share": 0.419,
        "ys_cells": 1540,
        "yosys.area.top_type_share": 0.419,
        "numSynthFlops": 293,
        "async_reset_ff_frac": 0,
        "yosys_area_um2": 14000,
    },
    "layout": {
        "drive_gt1_frac": 0.0228,
        "n_fill_cell": 2531,
        "syn_to_final_growth_pct": 5.37,
        "fin_cells": 1909,
    },
    "placed_design": {
        "routabilityCongestion": 0.853,
        "port_buffers": 29,
        "dp.cells": 1901,
        "place_hpwl_um": 19600,
    },
    "hold_path": {
        "hold_class": "reg2reg",
    },
    "sta": {
        "slew_headroom": 0.524,
        "setup_viol": 0,
        "clock.fmax_mhz": 178,
        "unclocked_regs": 260,
        "untimed_endpoints": 264,
        "period_needed_ns": 5.61,
        "drv_slew": 0,
        "finalHoldViolations": 0,
        "skew_ns": 0.00327,
        "fin_crit_sh": 0.603,
        "fin_tns_setup_ns": 0,
        "rsz0062_at_grt": "false",
        "tightest_slew_ns": 0.714,
    },
    "clocking": {
        "htree_num_levels": 2,
        "postCtsHoldBufs": 0,
        "clk_path_buf_depth": 2,
        "cts_setup_buffers": 0,
        "cts_buffers": 5,
        "clk_pin_slew_worst_paths_ns": 0.05,
        "clock_latency_ns": 0.27,
        "cts.repair.resized": 0,
        "cts_tree": "built",
        "cts_root_buf": "clkbuf_16",
    },
    "global_routing": {
        "grt_pass1_vias": 8968,
        "grt-ovfl-total": 0,
        "antenna_found_initial": 0,
        "grt_pass1_wl_um": 42800,
        "grtUsageTotal": 0.185,
        "grt_max_degree": 84,
    },
    "outcome": {
        "status": "completed",
    },
    "routing": {
        "antennaDiodeCount": 0,
        "wire_per_inst_um": 13.0,
        "routed_via_density": 5.17,
        "route.detailed.drc": 0,
        "routed_wl_um": 24900,
        "drtIter0Drc": 431,
        "postRouteAntennaNets": 0,
        "dr_total_vias": 9872,
        "dr.pass1.iters": 5,
    },
    "power": {
        "power.leakage_uw": 0.00690,
        "powerDensity_nw_per_um2": 24.2,
        "vdd_ir_drop_max_uv": 75.7,
    },
    "worst_setup_path": {
        "cp-end-kind": "output port",
        "crit_type": "in2out",
        "cp.required_ns": 7.44,
        "critPathMaxFanout": 7,
        "worstPathArrival_ns": 3.75,
        "cp-start-kind": "primary input",
    },
    "job": {
        "tool_warnings": 35,
        "drv_cap": 0,
    },
}
-- per-stage QoR --
stage	utilization	worst slack (ns)	cell area [um^2]	hold WS [ns]	power, uW
6_report	0.543	3.69	14800	0.460	357
3_5_place_dp	0.538	3.69	14600	0.442	208
2_1_floorplan	-	4.90	14000	0.406	180
4_1_cts	0.543	3.68	14800	0.452	363
3_3_place_gp	0.538	3.70	14600	0.434	207
5_1_grt	0.543	3.51	14800	0.478	376
-- area by class of cell --
cell class | count | area [um^2] | area share
clock buffers | 6 | 129 | 0.00874
clock inverters | 2 | 10.0 | 0.000678
inverters | 144 | 541 | 0.0366
multi-input cells | 1056 | 7400 | 0.501
flip-flops and latches | 293 | 5870 | 0.398
well taps | 372 | 465 | 0.0315
repair buffers | 36 | 343 | 0.0232
-- logic make-up (layout without fill, tap and decap cells) --
kind of cell               count (synthesis)  count (layout)  share of synthesized area
and+or+nand+nor                          564             564                      0.208
DFF                                      293             293                      0.419
buffers and inverters                    191             188                     0.0528
AOI/OAI and AO/OA                        172             172                     0.0791
xor gates and xnor gates                 155             155                     0.0970
adders and majority gates                145             145                      0.130
muxes                                     20              20                     0.0146
-- path summary, 6_finish.rpt --
| kind | end | start | slack, ns | depth (start not counted) |
|---|---|---|---|---|
| min | FrequencyDivider.count[0] | FrequencyDivider.count[0] | 0.46 | 1 |
| max reg2reg | FrequencyDivider.dividedClock | FrequencyDivider.count[8] | 5.96 | 12 |
| min reg2reg | FrequencyDivider.count[0] | FrequencyDivider.count[0] | 0.46 | 1 |
| max | decodedValue2[3] | control[5] | 3.69 | 7 |
-- registers in the layout (all words and copies together), names as in the netlist --
signal / count
servo.servoMotor_loop.countermax: 128
FrequencyDivider.dividedClock: 1
servo.servoMotor_loop.pwm: 4
servo.servoMotor_loop.counter: 128
FrequencyDivider.count: 32
-- placed cells by master (no fill, tap or decap), types with 4 or more instances in the layout --
cell             count
nand3_1             64
ha_1               145
o21a_1              26
nand2_1            200
a211oi_1             4
o21ai_0             46
mux2i_1             17
nand2b_1             9
o211ai_1             6
nand4_1             71
clkbuf_16            5
and3_1              32
nor4_1              39
o31ai_1              4
buf_4                7
nor2_1              66
and2_1               7
xnor2_1            110
nor2b_1             15
nand3b_1             4
nor4bb_1             5
dfxtp_1            292
xor2_1              45
or2_2                4
and4_1              13
a21oi_1             37
inv_1              143
nor3_1              16
a21o_1              23
clkdlybuf4s50_1     29
-- critical path, stage by stage --
cell             delay (ns)
clkdlybuf4s50_1        0.50
inv_1                  0.23
ha_1                   0.25
nor2b_1                0.19
o2bb2ai_1              0.09
o21ai_0                0.15
clkdlybuf4s50_1        0.48
-- where the power goes --
part           switching (uW)  internal [uW]  leakage [uW]
clock network            55.0           98.0     0.0000706
registers                   0            142       0.00237
logic                    34.0           28.4       0.00445
-- synth_stat cells (17+ instances only) --
cell type	number
nor4_1	39
o21a_1	26
nand4_1	71
o21ai_0	46
dfxtp_1	293
mux2i_1	17
nor2_1	66
clkbuf_1	36
inv_1	143
and3_1	32
a21oi_1	37
ha_1	145
nand3_1	64
xnor2_1	110
nand2_1	200
a21o_1	23
xor2_1	45
-- routing by layer --
metal | GRT usage | wire (um) | vias up
met5 | 0 | 0 | -
met4 | 0.00666 | 90 | 0
met3 | 0.0112 | 625 | 6
met2 | 0.279 | 10500 | 98
met1 | 0.316 | 13700 | 4472
li1 | - | - | 5296
Power is estimated from default activity; no workload was simulated.
